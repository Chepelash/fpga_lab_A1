<file path="./design.v">
module rtc_clock (
  input              clk_i,
  input              srst_i,
  input              cmd_valid_i,
  input        [2:0] cmd_type_i,  
  input        [9:0] cmd_data_i,
  output logic [4:0] hours_o,
  output logic [5:0] minutes_o,
  output logic [5:0] seconds_o,
  output logic [9:0] milliseconds_o
);
localparam logic [2:0] SET_HOURS        = 3'b111;
localparam logic [2:0] SET_MINUTES      = 3'b110;
localparam logic [2:0] SET_SECONDS      = 3'b101;
localparam logic [2:0] SET_MILLISECONDS = 3'b011;
localparam logic [2:0] RESET_TIME       = 3'b010;
logic milliseconds_overflow;
logic seconds_overflow;
logic minutes_overflow;
logic [9:0] cmd_data_reg;
logic reset_cmd;
logic set_ms_cmd;
logic set_sec_cmd;
logic set_min_cmd;
logic set_hour_cmd;
always_comb
  begin
    milliseconds_overflow = ( milliseconds_o == 10'd999 ) ? '1 : '0;    
    seconds_overflow      = ( milliseconds_overflow && ( seconds_o == 6'd59 ) ) ? '1 : '0;
    minutes_overflow      = ( milliseconds_overflow && seconds_overflow && ( minutes_o == 6'd59 ) ) ?
                             '1 : '0;
  end
always_ff @( posedge clk_i )
  begin
    if( cmd_valid_i )
      begin
        cmd_data_reg <= cmd_data_i;
        case( cmd_type_i )
          SET_HOURS:        set_hour_cmd <= '1;
          SET_MINUTES:      set_min_cmd  <= '1;
          SET_SECONDS:      set_sec_cmd  <= '1;
          SET_MILLISECONDS: set_ms_cmd   <= '1;
          RESET_TIME:       reset_cmd    <= '1;
        endcase
      end
    else
      begin
        set_ms_cmd   <= '0;
        set_sec_cmd  <= '0;
        set_min_cmd  <= '0;
        set_hour_cmd <= '0;
        reset_cmd    <= '0;
      end
  end
always_ff @( posedge clk_i )
  begin
    if( srst_i )
      begin
        hours_o <= '0;
      end
    else if( reset_cmd )
      begin
        hours_o <= '0;
      end
    else if( set_hour_cmd )
      begin
        if( cmd_data_reg[9:5] > 5'd23 )
          hours_o <= ( cmd_data_reg[9:5] % 5'd24 );
        else
          hours_o <= cmd_data_reg[9:5];
      end
    else if( minutes_overflow )
      begin
        if( hours_o == 5'd23 )
          hours_o <= '0;
        else
          hours_o <= hours_o + 1'b1;
      end
  end
always_ff @( posedge clk_i )
  begin
    if( srst_i )
      begin
        minutes_o <= '0;
      end
    else if( reset_cmd )
      begin
        minutes_o <= '0;
      end
    else if( set_min_cmd )
      begin
        if( cmd_data_reg[9:4] > 6'd59 )
          minutes_o <= ( cmd_data_reg[9:4] % 6'd60 );
        else
          minutes_o <= cmd_data_reg[9:4];
      end
    else if( seconds_overflow )
      begin
        if( minutes_o == 6'd59 )           
          minutes_o <= '0;
        else
          minutes_o <= minutes_o + 1'b1;
      end
  end
always_ff @( posedge clk_i )
  begin  
    if( srst_i )
      begin
        seconds_o <= '0;
      end
    else if( reset_cmd )
      begin
        seconds_o <= '0;
      end
    else if( set_sec_cmd )
      begin
        if( cmd_data_reg[9:4] > 6'd59 )
          seconds_o <= ( cmd_data_reg[9:4] % 6'd60 );
        else
          seconds_o <= cmd_data_reg[9:4];
      end
    else if( milliseconds_overflow )
      begin
        if( seconds_o == 6'd59)
          seconds_o        <= '0;
        else
          seconds_o <= seconds_o + 1'b1;
      end
  end
always_ff @( posedge clk_i )
  begin
    if( srst_i )
      begin
        milliseconds_o <= '0;
      end
    else if( reset_cmd )
      begin
        milliseconds_o <= '0;
      end
    else if( set_ms_cmd )
      begin
        if( cmd_data_reg > 10'd999 )
          milliseconds_o <= ( cmd_data_reg % 10'd1000 );
        else
          milliseconds_o <= cmd_data_reg;
      end
    else
      begin
        if( milliseconds_o == 10'd999 )
          milliseconds_o <= '0;
        else
          milliseconds_o <= milliseconds_o + 1'b1;
      end
  end
endmodule
</file>
<file path="./run.sh">
#!/bin/bash
# OpenROAD 26Q1-2900-gdf79404cd8, Yosys 0.63+post, stock flow scripts
make -C /OpenROAD-flow-scripts/flow DESIGN_CONFIG=/design/flow/config.mk WORK_HOME=/design/flow/orfs finish
</file>
<file path="./config.mk">
export PLATFORM = sky130hd
export DESIGN_NAME = rtc_clock
export DESIGN_NICKNAME = rtc_clock
export VERILOG_FILES = /design/flow/design.v
export SDC_FILE = /design/flow/constraint.sdc
export NUM_CORES = 4
export LEC_CHECK = 1
export CORE_UTILIZATION = 30
</file>
<file path="./constraint.sdc">
current_design rtc_clock

set clk_period 2.5
set clk_io_pct 0.2

create_clock -name clk0 -period $clk_period [get_ports {clk_i}]

set non_clock_inputs [all_inputs -no_clocks]
set_input_delay [expr $clk_period * $clk_io_pct] -clock clk0 $non_clock_inputs
set_output_delay [expr $clk_period * $clk_io_pct] -clock clk0 [all_outputs]
</file>
==> qor.csv <==
stage,metric,value,unit
yosys,syn_area,2260,µm²
die,design.die.area,7900,µm²
global_routing,use_met1,23.5,%
setup_path,cp_data_arrival_time,2.12,ns
clock_network,cts_inserted_buffers,5,
placed_design,io_buffers,42,
placed_design,dp_hpwl,3880,µm
timing,final_max_slew_viol_count,0,
routing,ant_nets,0,
setup_path,startpoint_type,register,
die,dieHeight,88.9,µm
timing,period_used_share,77.9,%
power,p_clk_share,30.9,%
yosys,yosys.area_share.aoi,21.2,%
clock_network,clock_latency,0.30,ns
yosys,ff_type,dfxtp_1,
yosys,async_flop_share,0,%
setup_path,critPathKind,reg2reg,
routing,antenna-diode-count,0,
yosys,logic_family,simple AND/OR/NAND/NOR gates,
clock_network,cts.clk_slew.worst_paths,0.09,ns
clock_network,clock_sinks,42,
global_routing,grt.total_usage,15.0,%
global_routing,grt_pass1_vias,1778,
final_layout,drive_above_1_share,8.42,%
yosys,muxShareOfSynthArea,1.77,%
clock_network,cts_max_path_buffers,2,
routing,via_per_inst,5.03,
global_routing,grt.busiest_layer,met1,
global_routing,grt_pass1_wl,8900,µm
routing,dr.pass1.iters,4,
outcome,outcome,"complete, no violations",
routing,finalWirelength,5370,µm
timing,period_minus_slack,1.95,ns
yosys,ys_area,2260,µm²
clock_network,postCtsSetupBuffers,0,
timing,setup_tns,0,ns
clock_network,cts_tree,built,
yosys,synthXorXnorAreaFrac,2.71,%
final_layout,fillers,743,
yosys,simple_gate_area_share,23.0,%
die,core_util_floorplan,31.1,%
timing,worst_slew_pin_slew,0.638,ns
setup_path,path_max_fanout,11,
clock_network,cts-root-buf,clkbuf_8,
global_routing,use_met2,22.0,%
power,p_sw_share,27.3,%
die,fp.coreArea,7290,µm²
yosys,ys_cells,243,
routing,routed-via-count,1931,
power,p_int,1.05,mW
die,pin_count,43,
timing,fmax,514,MHz
flow_run,warnings,26,
power,power.density,515,nW/µm²
yosys,ys_types,53,
die,rows,31,
yosys,synth_flop_count,42,
global_routing,grt_max_degree,20,
power,peakVddDrop,0.266,mV
routing,wl_per_cell,14.0,µm
power,fin_total_pwr,1.44,mW
placed_design,place.gp.congestion,0.836,
timing,maxSlewHeadroom,57.3,%
power,p_comb_share,13.1,%
global_routing,grt_overflow,0,
final_layout,synthToLayoutAreaGrowth,23.9,%
power,seq_power_share,56.0,%
yosys,avgSynthCellArea,9.32,µm²
timing,hold_viol,0,
min_path,worstHoldPathType,reg2reg,
yosys,ys_seq_share,41.5,%
yosys,ys_warn_count,1,
setup_path,end_kind,register,
yosys,adder_share,3.31,%
routing,drtIter0Drc,76,
clock_network,holdBufCountCts,0,
flow_run,drv_cap,0,
setup_path,required,2.67,ns
global_routing,use_met3,3.88,%
yosys,synth_cells,243,
clock_network,cts_resized,0,
power,p_leak,0.936,nW
timing,skew,0.00882,ns
global_routing,grt_antenna_before_repair,0,
routing,drc,0,
clock_network,htreeDepth,2,
power,switchingPower,0.394,mW
timing,finalSetupViolations,0,
die,chipWidth,88.9,µm
yosys,edf_count,10,
timing,rsz0062_at_grt,false,
==> cells by family (layout without fill, tap and decap cells) <==
| logic type | count (synthesis) | after routing |
|---|---|---|
| buffers and inverters | 20 | 62 |
| flip-flops | 42 | 42 |
| multiplexers | 4 | 4 |
| AND/OR/NAND/NOR | 98 | 98 |
| AND-OR/OR-AND | 66 | 66 |
| XOR/XNOR | 7 | 7 |
| adder cells (fa/ha/maj) | 6 | 6 |
==> cells in the final DEF (no fill, tap or decap), types with 2 or more instances in the layout <==
cell	synthesis	final
inv_1	10	10
nor3_1	7	7
mux2i_1	4	4
o2111ai_1	2	2
a221oi_1	2	2
a31oi_1	8	8
o21ai_0	12	12
a221oi_2	3	3
nor2_1	14	14
buf_4	0	2
and3_1	6	6
nor3b_1	5	5
nand4_1	4	4
nand2_1	29	29
clkdlybuf4s50_1	0	42
nand3_1	15	15
or3_1	2	2
xnor2_1	6	6
o21ai_2	2	2
edfxtp_1	10	10
ha_1	6	6
a211oi_1	11	11
o21a_1	4	4
a21oi_1	13	13
nor2b_1	2	2
clkbuf_8	3	5
dfxtp_1	32	32
==> power groups by stage <==
stage	logic, mW	registers [mW]	clock network, mW
CTS	0.190	0.809	0.465
global route	0.214	0.819	0.494
finish	0.189	0.809	0.447
==> worst max-delay path: stages, from the launching register on <==
cell and delay (ns):
dfxtp_1 0.38, ha_1 0.25, and3_1 0.24, and3_1 0.43, o2111ai_1 0.19, a211oi_1 0.26, a211oi_1 0.07
==> routing by layer <==
layer,part of all wire [%],vias up
met1,49,888
met4,0.65,0
met5,0,-
li1,-,992
met3,5.8,2
met2,45,49
==> cell type report <==
class	count	area [µm²]	area share [%]
clock buffer	5	68.8	2.45
sequential	42	941	33.5
tap	99	124	4.41
clock inverter	3	21.3	0.758
timing repair buffer	44	435	15.5
multi-input combinational	181	1180	42.0
inverter	10	37.5	1.34
==> worst paths after layout <==
path                                     start                            to  slack (ns)  cells past startpoint
setup reg to reg  milliseconds_o[0]$_SDFF_PP0_     seconds_o[4]$_SDFFE_PP0P_        0.55                      6
setup / recovery  milliseconds_o[0]$_SDFF_PP0_     seconds_o[4]$_SDFFE_PP0P_        0.55                      6
hold / removal       cmd_data_reg[2]$_DFFE_PP_  milliseconds_o[2]$_SDFF_PP0_        0.49                      2
hold reg to reg      cmd_data_reg[2]$_DFFE_PP_  milliseconds_o[2]$_SDFF_PP0_        0.49                      2
==> Yosys cell counts, types with 2 or more instances <==
cell type,number,share of area (%)
a221oi_1,2,0.77
nor3b_1,5,1.7
or3_1,2,0.55
nand4_1,4,1.1
o2111ai_1,2,0.77
a31oi_1,8,2.2
a211oi_1,11,3.6
buf_6,3,1.5
nand3_1,15,3.3
o21a_1,4,1.3
o21ai_0,12,2.7
and3_1,6,1.7
nor2_1,14,2.3
nor2b_1,2,0.55
nor3_1,7,1.5
nand2_1,29,4.8
clkbuf_1,2,0.33
ha_1,6,3.3
clkbuf_8,3,1.8
o21ai_2,2,0.77
xnor2_1,6,2.3
inv_1,10,1.7
a21oi_1,13,2.9
edfxtp_1,10,13
mux2i_1,4,1.8
dfxtp_1,32,28
a221oi_2,3,2.0
==> per-stage QoR <==
stage	utilization, %	setup WS [ns]	instance area (µm²)	instances	hold slack [ns]
after global placement	37.3	0.601	2720	376	0.463
after detailed placement	37.3	0.574	2720	376	0.478
after CTS	38.5	0.551	2810	384	0.494
after global routing	38.5	0.378	2810	384	0.507
after floorplan	-	0.897	2260	243	0.452
final	38.5	0.553	2810	384	0.490
Power and IR drop assume default switching activity.
